$ cat run.sh
#!/bin/bash
# OpenROAD 26Q1-2900-gdf79404cd8, Yosys 0.63+post, stock flow scripts
make -C /OpenROAD-flow-scripts/flow DESIGN_CONFIG=/design/flow/config.mk WORK_HOME=/design/flow/orfs finish
$ cat config.mk
export PLATFORM = sky130hd
export DESIGN_NAME = reg_file
export DESIGN_NICKNAME = reg_file
export VERILOG_FILES = /design/flow/design.v
export SDC_FILE = /design/flow/constraint.sdc
export NUM_CORES = 4
export LEC_CHECK = 1
export CORE_UTILIZATION = 50
$ cat constraint.sdc
current_design reg_file

set clk_period 1.5
set clk_io_pct 0.2

create_clock -name clk0 -period $clk_period [get_ports {clk}]

set non_clock_inputs [all_inputs -no_clocks]
set_input_delay [expr $clk_period * $clk_io_pct] -clock clk0 $non_clock_inputs
set_output_delay [expr $clk_period * $clk_io_pct] -clock clk0 [all_outputs]
$ cat design.v
module reg_file(
            input rst,
            input clk,
            input rw,
            input lse,
            input ldm,
            input lacc,
            input [15:0] load,
            input [15:0] acc,
            input [15:0] se,
            output reg [15:0] out
);
reg [15:0] x;
reg [15:0] y;
    always @(posedge clk, posedge rst)
    begin
      if(rst) begin
        out=16'd0;
        x<=16'd0;
        y<=16'd0;
    end 
    else begin
        if (lacc) begin
          if(!rw) begin
            x<= acc;
          end 
          else begin
            y<=acc;
          end
        end
        else if (ldm) begin
          if(!rw) begin
            x<= load;
          end 
          else begin
            y<=load;
          end
        end
        else if(lse) begin
          if(!rw) begin
            x<= se;
          end 
          else begin
            y<=se;
          end
        end
        if(!rw) begin
          out<=x;
        end 
        else begin
         out<=y;
        end
    end
    end
endmodule
==> run summary <==
Synthesis and place-and-route results.

- The flow ran to the end, and the final reports show no timing, DRC or antenna violations.
- The worst-case reg-to-reg path depth is 1.
- The worst setup path is of the in2reg kind.
- After technology mapping, the gate count stands at 197.
- Summed over all layers, the routed wires come to 4900 um.
- The class of the worst hold path is in2async.
- Summed over all routing layers, the global router reports a total usage of 23.0%.
- After detailed routing, the number of vias per cell comes to 5.63.
- Max-slew check failures listed in the final report amount to 0.
- CTS added clock buffers totalling 5.
- The fraction of the core area occupied by cells at floorplan is 53.3%.
- The maximum VDD drop is 0.000760 V.
- The number of cells in the design after placement is 316.
- The transition time recorded at the tightest slew-check pin is 357 ps.
- According to the timing report, the arrival time at the worst endpoint equals 1610 ps.
- The number of buffers added on ports is 69.
- In the CTS report, the clock slew at the register clock pins of the worst setup and hold paths is listed as 80 ps.
- For this design the ratio of total power to cell area is 929 nW/um^2.
- Between clock sinks in the finished design, the worst skew comes to 4.87 ps.
- The number of endpoints failing setup at the final stage is 0.
- The chip area in the Yosys report is 2190 um^2.
- Across the run, the number of max-cap violations was 0.
- The reg-to-reg startpoint is y[10].
- The startpoint type of the worst setup path is an input port.
- For the completed layout, the total cell area is recorded as 3120 um^2.
- The number of I/O pins is 70.
- According to the floorplan report, the placeable core area is 4120 um^2.
- The buffers inserted during post-CTS setup optimization is 0.
- The die is 68.2 um tall.
- The OpenROAD report gives the critical path a required time of 1670 ps.
- Routability-driven placement finished with a final weighted congestion of 0.801.
- Per the CTS log, the root buffer master is sky130_fd_sc_hd__clkbuf_8.
- Max fanout on the critical path was recorded as 17.
- The final total negative setup slack is 0 ps.
- The clock drives 48 sinks.
- The part of the cycle the worst path needs is 95.8%.
- The endpoint kind of the worst setup timing path is a register.
- The post-detailed-route DRC marker count is 0.
- Per the CTS log, the buffer count on the longest clock path is 2.
- The total count of hold-check failures in the final report is 0.
- Entering global routing, the biggest net connects 49 pins.
- STA reports a reg2reg setup slack of 730 ps.
- The OpenROAD warning count is 26.
- TritonCTS built the clock tree.
- The global route stage reports its total congestion overflow as 0.
- The first-pass GRT wire length is 7710 um.
- In this run, distinct cell masters in the synthesized netlist total 15.
- The via count of the first global-routing pass came to 1,770.
- The destination of the critical timing path is x[4].
- Before antenna repair, the detailed router went through 4 iterations.
- The summed instance area of the synthesized netlist is 2190 um^2.
- The sequential element share of the synthesized area is 54.8%.
- The endpoint of the worst register-to-register path is out[10].
- In this run the remaining antenna-violating nets after routing total 0.
- The tally of non-filler cells in the final layout is 323.
- The fill cell total of the finished layout is 252.
- The worst path in the final design needs a cycle of 1440 ps, including I/O delays and setup.
- Each instance of the synthesized netlist takes up on average 11.1 um^2.
- The synthesized netlist was found by Yosys to have 197 cells.
- The number of antenna violations at the first check in global routing is 0.
- From synthesis to final layout, the design area changed by 42.1%.
- The area occupied by multi-input gates is 928 um^2.
- The area of all sequential standard cells is 1200 um^2.
- The proportion of netlist area held by the largest area contributor is 54.8%.
- The leakage power summed over all cells is 1.27 nW.
- The diode insertion count for antenna repair is 0.
- The total number of vias is 1,820.
- The initialized floorplan defines 23 standard-cell rows.
- The placed standard-cell area is 3030 um^2.
- For the worst-skew pair, the clock arrives at the later sink with an insertion delay of 290 ps.
- The floorplan die area is 4660 um^2.
- The detail-routed net length per standard cell is 15.2 um.
- The maximum clock frequency is 696 MHz.
- The minimum hold slack is 354 ps.
- Summed over all nets, the half-perimeter wirelength after detailed placement is 3580 um.
- The count of yosys warnings during synthesis is 1.
- Ranked by total cell area, the synthesized netlist is headed by sky130_fd_sc_hd__dfrtp_1 55%, sky130_fd_sc_hd__o31ai_1 11%, sky130_fd_sc_hd__nor2b_1 9.1%.
- The violation tally from detailed-route iteration zero is 117.
- The number of H-tree levels is 2.
- The die boundary width is 68.2 um.
- The critical path startpoint is ldm.
- The slew check shows that the tightest pin keeps a relative margin of 76.0%.
- Looking at area per cell type in the netlist, the leader is sky130_fd_sc_hd__dfrtp_1.
- Per the synth log, the flip-flop and latch total comes to 48.
- Per the final layout report, the fraction of cells sized above drive strength 1 comes to 16.1%.
==> Yosys cell counts (all sizes together) <==
master  count
mux2       16
nand2      16
o31ai      33
o21ai      16
nor2b      32
buf         6
nor3        1
clkbuf     11
a211oi     16
inv         1
dfrtp      48
or2         1
==> registers in the layout (all words and copies together) (netlist names) <==
name and count:
out 16, y 16, x 16
==> where the power goes <==
part | switching, mW | leakage, nW | internal [mW]
Combinational | 0.239 | 0.645 | 0.415
Sequential | 0.0697 | 0.581 | 1.47
Clock | 0.384 | 0.0410 | 0.317
Total | 0.693 | 1.27 | 2.20
==> critical path, cell delays in order <==
cell and delay (ps):
sky130_fd_sc_hd__clkdlybuf4s50_1 530, sky130_fd_sc_hd__buf_4 250, sky130_fd_sc_hd__nor2b_1 70, sky130_fd_sc_hd__a211oi_1 310, sky130_fd_sc_hd__o31ai_1 130
==> through the flow <==
step	util, %	total power, mW	setup slack, ps
after floorplan	-	1.83	55.5
after global placement	73.6	2.19	-205
after detailed placement	73.6	2.22	-258
after CTS	75.5	2.92	57.5
after global routing	75.7	3.07	-10.7
final	75.7	2.90	62.9
==> how the worst min path moves through the flow <==
stage,startpoint,to,slack [ps],cells after the start
global route,rst,out[11],390,3
finish,rst,y[12],350,3
CTS,rst,y[12],370,3
==> per-layer routing <==
layer	track usage [%]	vias to the layer above	routed length [um]
met2	37.5	66	2430
met5	0	-	0
met1	33.7	884	2110
li1	-	862	-
met3	5.41	8	306
met4	2.60	0	65
==> kinds of logic (layout without fill, tap and decap cells) <==
family	count (synthesis)	in the layout	synth area share [%]
AOI/OAI and AO/OA	65	65	20.7
DFF	48	48	54.8
muxes	16	16	8.21
buffers and inverters	18	94	3.76
and+or+nand+nor	50	50	12.6
==> layout by cell type, fill, tap and decap left out, types with 2 or more instances in the layout <==
cell | netlist | routed
sky130_fd_sc_hd__buf_4 | 0 | 15
sky130_fd_sc_hd__clkbuf_8 | 0 | 5
sky130_fd_sc_hd__mux2_2 | 16 | 16
sky130_fd_sc_hd__dfrtp_1 | 48 | 48
sky130_fd_sc_hd__o21ai_0 | 16 | 16
sky130_fd_sc_hd__nor2b_1 | 32 | 32
sky130_fd_sc_hd__clkdlybuf4s50_1 | 0 | 69
sky130_fd_sc_hd__a211oi_1 | 16 | 14
sky130_fd_sc_hd__buf_12 | 0 | 2
sky130_fd_sc_hd__nand2_1 | 16 | 16
sky130_fd_sc_hd__a211oi_2 | 0 | 2
sky130_fd_sc_hd__o31ai_1 | 32 | 32
==> final cells by class <==
cell class,count,area share [%]
timing repair buffer,86,27.1
clock inverter,1,0.161
inverter,1,0.120
multi-input combinational,131,29.8
tap,50,2.01
sequential,48,38.5
clock buffer,6,2.33
==> timing repair <==
action | 4_1_cts | 5_1_grt
endpoints found under the setup margin | 0 | 3
gates resized | 0 | 2
hold buffers | 0 | 0
Power is estimated from default activity; no workload was simulated.
