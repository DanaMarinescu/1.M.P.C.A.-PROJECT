==> flow/design.v <==
module demux (clk,rst,x,y,in, sel);
input clk,rst;
output reg [9:0] y;
output reg [9:0] x;
input [9:0] in;
input sel;
always @(posedge clk, posedge rst) begin 
  if(rst) begin
    x<=10'd0;
    y<=10'd0;
  end
else begin
  if(sel==1'b0)
    begin 
      y =in;
      x =10'b0;
    end
  else if(sel==1'b1)
    begin
      x =in;
      y =10'b0;
    end
  end
end
endmodule
module demux_tb;
  reg sel;
  reg [9:0] in;
  reg clk;
  reg rst;
  wire [9:0] y;
  wire [9:0] x;
  demux uut (
    .clk(clk),
    .rst(rst),
    .x(x),
    .y(y),
    .in(in),
    .sel(sel)
  );
localparam CLK_PERIOD = 100;
localparam RUNNING_CYCLES = 100;
initial begin
  clk = 0;
  repeat (2*RUNNING_CYCLES) begin
    #(CLK_PERIOD/2) ;
    clk = ~clk;
  end
end
localparam RST_DURATION = 25;
initial begin
  rst = 1;
  #(RST_DURATION) ;
  rst = 0;
end
  initial begin 
    sel=0;
    in=1;
  end 
  initial begin 
    repeat (30) begin
      #(CLK_PERIOD/2) ;
      sel=sel+1'b1;
    end
  end
endmodule
==> flow/run.sh <==
#!/bin/bash
# OpenROAD 26Q1-2900-gdf79404cd8, Yosys 0.63+post, stock flow scripts
make -C /OpenROAD-flow-scripts/flow DESIGN_CONFIG=/design/flow/config.mk WORK_HOME=/design/flow/orfs finish
==> flow/config.mk <==
export PLATFORM = sky130hd
export DESIGN_NAME = demux
export DESIGN_NICKNAME = demux
export VERILOG_FILES = /design/flow/design.v
export SDC_FILE = /design/flow/constraint.sdc
export NUM_CORES = 4
export LEC_CHECK = 1
export CORE_AREA = 10 10 83 83
export DIE_AREA = 0 0 93 93
==> flow/constraint.sdc <==
current_design demux

set clk_period 1.0
set clk_io_pct 0.2

create_clock -name clk0 -period $clk_period [get_ports {clk}]

set non_clock_inputs [all_inputs -no_clocks]
set_input_delay [expr $clk_period * $clk_io_pct] -clock clk0 $non_clock_inputs
set_output_delay [expr $clk_period * $clk_io_pct] -clock clk0 [all_outputs]
==> results.tsv <==
metric	value	unit
cp_slowest_stage_delay	0.37	ns
cts-root-buf	sky130_fd_sc_hd__clkbuf_8	
clk_pin_slew	0.06	ns
synth-cells-yosys	43	
cts.htree.levels	1	
critPathRequiredTime	0.80	ns
post_synth_inst_count	43	
ys.warnings.count	1	
timing.setup.critical_path_class	flip-flop to output pin	
detail_route.wl_per_cell	10.7	um
rows	26	
finalHoldViolations	0	
buffer_ports.inserted	32	
initial_antenna_violation_count	0	
num_io_pins	33	
grt_start_max_net_pins	21	
detail_route.wirelength	1.59	mm
yosys.stat.chipArea	677	um2
flow.area_growth_from_synthesis	54.2	%
timing.final.crit_share	92.2	%
clock_sinks	20	
final-max-slew-violation-count	0	
drive_gt1_share	44.9	%
synth.distinct_cells	5	
grt_pass1_wl	2.51	mm
power	0.00150	W
grt_pass1_vias	484	
dp.final_hpwl	1.35	mm
sort_of_element_at_the_end_of_the_critical_path	output pin	
final_area	0.00104	mm2
route.antenna.remaining_nets	0	
maxSlewHeadroom	92.8	%
max_slew.worst_pin.slew	0.107	ns
groute.usage.overall	3.79	%
drt_first_iter_violations	3	
reported_leakage_power	0.501	nW
power_density	1440	mW/mm2
syn_area	677	um2
router_iterations_before_antenna_repair	2	
cts_made_buffers	3	
synth.ff_latch_count	20	
timing.critical_path.arrival	0.72	ns
critical-path-slowest-cell	sky130_fd_sc_hd__dfrtp_1	
finalCriticalPeriod	0.922	ns
stage_log_warnings	25	
setup_repair_after_global_routing_missed_its_margin	false	
cts-root-to-sink-buffers	2	
routed-via-count	406	
placement.cell_area	0.00110	mm2
irDropWorstVdd	339	uV
buffers_plus_inverters_on_the_worst_setup_path	1	
globalRouteOverflowTotal	0	
cts_tree	yes	
ff_latch_area	500	um2
max_clock_freq	1.08	GHz
cp_cell_sequence	buf_2	
core_area	0.00514	mm2
route.detailed.drc	0	
mi_logic_area	150	um2
drv_cap	0	
die_width	93	um
die_h	93	um
min_delay_worst_type	input port to async pin	
gp_congestion	0.710	
start_kind	flip-flop	
die-area	0.00865	mm2
post_cts_buffers	0	
layout.filler_cells	584	
run_status	complete, no violations	
postSynthAreaPerCell	15.7	um2
antenna_cells	0	
critical_path.max_fanout	1	
seq_area_frac_synth	73.9	%
cp_top_family	flip-flops	
routed_via_density	2.74	
initial_utilization	13.2	%
final-setup-viol-count	0	
## per-stage QoR
stage	cells	utilization [%]	hold slack (ns)	setup slack (ns)	setup TNS [ns]
3_3_place_gp	145	21.4	0.534	-0.0880	-1.09
6_report	148	20.3	0.283	0.0781	0
3_5_place_dp	145	21.4	0.537	-0.0887	-1.15
2_1_floorplan	43	-	0.164	0.442	0
5_1_grt	148	20.3	0.326	0.0423	0
4_1_cts	148	21.4	0.282	0.00227	0
## path summary, 6_finish.rpt
kind / start / endpoint / slack (ns) / cells after the start
max: y[6] / y[6] / 0.08 / 1
min: rst / y[3] / 0.28 / 3
max in group asynchronous: rst / y[2] / 0.59 / 3
min in group clk0: in[8] / x[8] / 0.54 / 2
## kinds of logic after synthesis
| logic type | Yosys count | share of synthesized area (%) |
|---|---|---|
| buf+inv | 3 | 3.88 |
| simple gates | 20 | 22.2 |
| flops | 20 | 73.9 |
## where the power goes
| part | total [W] | leakage, nW | switching [W] | internal, W |
|---|---|---|---|---|
| Clock | 0.000475 | 0.0216 | 0.000209 | 0.000266 |
| Combinational | 0.000164 | 0.221 | 0.0000560 | 0.000108 |
| Sequential | 0.000860 | 0.258 | 0.00000970 | 0.000850 |
## state kept, by name, summed over array words and instances, names as in the netlist
| name | flops |
|---|---|
| y | 10 |
| x | 10 |
## final cells by class
| class | count | area share, % |
|---|---|---|
| Sequential cell | 20 | 48.0 |
| Timing Repair Buffer | 34 | 24.9 |
| Multi-Input combinational cell | 20 | 14.4 |
| Tap cell | 70 | 8.39 |
| Clock buffer | 3 | 3.96 |
| Inverter | 1 | 0.360 |
## cell usage after synthesis, drive strengths merged
library cell | n | share of area [%]
and2 | 10 | 9.2
inv | 1 | 0.55
buf | 2 | 3.3
dfrtp | 20 | 74
nor2b | 10 | 13
## placed cells by master, fill, tap and decap left out
master | synthesis | routed
sky130_fd_sc_hd__and2_1 | 10 | 10
sky130_fd_sc_hd__buf_12 | 0 | 2
sky130_fd_sc_hd__buf_2 | 0 | 9
sky130_fd_sc_hd__clkbuf_2 | 0 | 11
sky130_fd_sc_hd__clkbuf_8 | 0 | 3
sky130_fd_sc_hd__clkdlybuf4s50_1 | 0 | 12
sky130_fd_sc_hd__dfrtp_1 | 20 | 20
sky130_fd_sc_hd__inv_1 | 1 | 1
sky130_fd_sc_hd__nor2b_2 | 10 | 10
## per-layer routing
metal	vias up	global-route usage, %	wire length (um)
met5	-	0	0
met4	0	0.129	0
met3	0	2.91	209
met2	19	6.66	815
met1	191	3.61	564
li1	196	-	-
## what timing repair did
action                     in CTS  in global routing
hold buffers                    0                  0
gates cloned                    0                  0
resized                        51                 11
pin swaps                       0                  0
setup endpoints to repair      20                 11
No activity file was given, so power comes from the tool's default toggle rates.
