==> /design/flow/design.v <==
`timescale 1 ns/1 ps
module mux2to1
    (
    input clk,rst,
    input [15:0]br, sp,
    input sel,
    output reg [15:0] out);
    always @(posedge rst, posedge clk)
    begin
      if(rst) begin
        out<=16'd0;
    end
  else begin
        if (sel) 
            out=sp;
        else  
            out=br;
    end
end
endmodule
==> /design/flow/run.sh <==
#!/bin/bash
# OpenROAD 26Q1-2900-gdf79404cd8, Yosys 0.63+post, stock flow scripts
make -C /OpenROAD-flow-scripts/flow DESIGN_CONFIG=/design/flow/config.mk WORK_HOME=/design/flow/orfs finish
==> /design/flow/config.mk <==
export PLATFORM = sky130hd
export DESIGN_NAME = mux2to1
export DESIGN_NICKNAME = mux2to1
export VERILOG_FILES = /design/flow/design.v
export SDC_FILE = /design/flow/constraint.sdc
export NUM_CORES = 4
export LEC_CHECK = 1
export CORE_AREA = 10 10 80 80
export DIE_AREA = 0 0 90 90
==> /design/flow/constraint.sdc <==
current_design mux2to1

set clk_period 1.0
set clk_io_pct 0.2

create_clock -name clk0 -period $clk_period [get_ports {clk}]

set non_clock_inputs [all_inputs -no_clocks]
set_input_delay [expr $clk_period * $clk_io_pct] -clock clk0 $non_clock_inputs
set_output_delay [expr $clk_period * $clk_io_pct] -clock clk0 [all_outputs]
==> flow_metrics.env <==
# flow metrics
export IMPL_end_kind="register"
export IMPL_grt_total_usage_pct=4.80
export IMPL_reg_top3="out x16"
export IMPL_io_buffers=50
export IMPL_insertedDiodeCount=0
export IMPL_dp_hpwl_um=1670
export IMPL_setup_viol=0
export IMPL_maxSlewViolCount=0
export IMPL_rows=25
export IMPL_clk_pin_slew_ns=0.06
export IMPL_dpl_cell_area_sq_um=1250
export IMPL_place_congestion=0.658
export IMPL_warnings=26
export IMPL_grt_pass1_vias=556
export IMPL_final_core_util_pct=26.5
export IMPL_drt_initial_drc_count=1
export IMPL_antenna_found_initial=0
export IMPL_ys_ff=16
export IMPL_overflow=0
export IMPL_numCtsBuffers=3
export IMPL_ys_warn_count=1
export IMPL_io_pins=51
export IMPL_netlist_area_leader_share_pct=61.3
export IMPL_pwr_density_cell_nw_per_um2=1250
export IMPL_die_area_sq_um=8100
export IMPL_vdd_drop_max_uv=390
export IMPL_drtPass1Iterations=2
export IMPL_yosysChipArea_sq_um=653
export IMPL_synth_cell_types=6
export IMPL_fin_cells=157
export IMPL_slew_headroom_pct=87.7
export IMPL_cp_top_family="buffers and inverters"
export IMPL_die_y_um=90
export IMPL_critical_path_max_fanout=8
export IMPL_vias_per_cell=2.92
export IMPL_async_flop_share_pct=100
export IMPL_dieWidth_um=90
export IMPL_syn_inst=35
export IMPL_areaGrowthSynthToFinish_pct=91.8
export IMPL_cts_setup_buffers=0
export IMPL_syn_area_sq_um=653
export IMPL_drive_gt1_share_pct=43.3
export IMPL_period_minus_slack_ns=0.976
export IMPL_tightest_slew_ns=0.184
export IMPL_worstPathBufferInverterCount=2
export IMPL_power_total_mw=1.57
export IMPL_ys_cells=35
export IMPL_initCoreUtil_pct=13.8
export IMPL_grt_max_degree=17
export IMPL_h_tree_depth=1
export IMPL_ys_seq_share_pct=61.3
export IMPL_worstSetupPathType="input pin to register"
export IMPL_dr_total_vias=459
export IMPL_synth_avg_cell_area_sq_um=18.7
export IMPL_n_fill_cell=486
export IMPL_slowest_delay_ns=0.31
export IMPL_max_freq_mhz=1020
export IMPL_postRouteAntennaNets=0
export IMPL_postCtsHoldBufs=0
export IMPL_routed_wl_um=2020
export IMPL_drc=0
export IMPL_core_sq_um=4720
export IMPL_stdcell_area_sq_um=1250
export IMPL_yosysTopAreaCell="dfrtp_1"
export IMPL_cap_violations=0
export IMPL_clock_sinks=16
export IMPL_hp_class="input pin to asynchronous set/reset pin"
export IMPL_critPathLaunchType="input pin"
export IMPL_rsz0062_at_grt="no"
export IMPL_ys_dominant_reg_cell="dfrtp_1"
export IMPL_top_cells_by_area="dfrtp_1, mux2_4, mux2_2, buf_12, buf_6"
export IMPL_finalSetupTns_ns=0
export IMPL_dp_cells=152
export IMPL_cts_root_buf="clkbuf_8"
export IMPL_grt_pass1_wl_um=2970
export IMPL_wire_per_inst_um=12.8
export IMPL_common_cells="dfrtp_1, mux2_4, mux2_2"
export IMPL_worstPathCellList="dlygate4sd2_1 > bufbuf_16 > mux2_4"
export IMPL_slowest_stage="bufbuf_16"
export IMPL_enable_flop_cells=0
export IMPL_cts_max_path_buffers=2
export IMPL_finalHoldViolCount=0
export IMPL_p_leak_nw=0.565
export IMPL_top_cell="dfrtp_1"
export IMPL_largest_register_ffs=16
export IMPL_fin_crit_sh_pct=97.6
export IMPL_arrival_ns=1.10
export IMPL_status="finished clean"
export IMPL_largest_register="out"
export IMPL_crit_required_ns=1.12
export IMPL_cts_tree="yes"
## routing by layer
| layer | up-vias | routed length [um] | track usage (%) |
|---|---|---|---|
| met3 | 0 | 254 | 3.52 |
| li1 | 227 | - | - |
| met5 | - | 0 | 0 |
| met2 | 36 | 906 | 7.45 |
| met4 | 0 | 0 | 0 |
| met1 | 196 | 854 | 5.58 |
## area by class of cell
type	count	area, sq um	share of cell area, %
timing repair buffer	53	492	39.3
sequential	16	400	32.0
multi-input combinational	16	218	17.4
tap	67	83.8	6.69
clock buffer	4	55.1	4.40
inverter	1	3.75	0.300
## logic make-up after synthesis
kind of cell	Yosys count	synth area share [%]
buffers and inverters	3	5.36
flip-flops	16	61.3
multiplexers	16	33.3
## cell usage in the layout (no fill, tap or decap), drive strengths merged
| cell type | synthesis | layout |
|---|---|---|
| buf | 2 | 5 |
| clkbuf | 0 | 17 |
| clkdlybuf4s50 | 0 | 33 |
| bufbuf | 0 | 1 |
| dlygate4sd2 | 0 | 1 |
| mux2 | 16 | 16 |
| dfrtp | 16 | 16 |
| inv | 1 | 1 |
## worst paths after layout
path,start,end,slack (ns),cells past startpoint
max,sel,out[5],0.02,3
min,rst,out[13],0.27,3
max in group asynchronous,rst,out[5],0.61,3
min in group clk0,br[2],out[2],0.57,2
## through the flow
stage | hold slack, ns | setup slack [ns]
6_report | 0.267 | 0.0239
5_1_grt | 0.302 | 0.000627
4_1_cts | 0.265 | -0.00671
3_5_place_dp | 0.525 | -0.358
3_3_place_gp | 0.531 | -0.345
2_1_floorplan | 0.114 | 0.138
## report_power, final
| part | switching, mW | internal (mW) |
|---|---|---|
| clock | 0.198 | 0.348 |
| sequential | 0.0113 | 0.696 |
| combinational | 0.0730 | 0.239 |
## timing repair
| action | 4_1_cts | 5_1_grt |
|---|---|---|
| pin swaps | 0 | 0 |
| endpoints found under the setup margin | 32 | 13 |
| gates resized | 36 | 13 |
| endpoints found under the hold margin | 0 | 0 |
| cloned | 1 | 0 |
